`flow/config.mk`:
```
export PLATFORM = sky130hd
export DESIGN_NAME = wb_sdram
export DESIGN_NICKNAME = wb_sdram
export VERILOG_FILES = /design/flow/design.v
export SDC_FILE = /design/flow/constraint.sdc
export NUM_CORES = 4
export LEC_CHECK = 1
export CORE_UTILIZATION = 40
```
`flow/constraint.sdc`:
```
current_design wb_sdram

set clk_period 5.6
set clk_io_pct 0.2

create_clock -name clk0 -period $clk_period [get_ports {wb_clk_i}]

set non_clock_inputs [all_inputs -no_clocks]
set_input_delay [expr $clk_period * $clk_io_pct] -clock clk0 $non_clock_inputs
set_output_delay [expr $clk_period * $clk_io_pct] -clock clk0 [all_outputs]
```
`flow/design.v`:
```
module wb_sdram (
        input              wb_clk_i,       
        input              wb_rst_i,       
        input      [31:0]  wb_adr_i,       
        input      [31:0]  wb_dat_i,       
        output reg [31:0]  wb_dat_o,       
        input      [3:0]   wb_sel_i,       
        input              wb_we_i,        
        input              wb_cyc_i,       
        input              wb_stb_i,       
        output reg         wb_ack_o,       
        output reg         init_done,      
        output reg         sdram_ras_n,    
        output reg         sdram_cas_n,    
        output reg         sdram_we_n,     
        output reg [10:0]  sdram_addr,     
        output reg [1:0]   sdram_ba,       
        inout      [31:0]  sdram_dq,       
        output reg         sdram_cs_n,     
        output reg [3:0]   sdram_dm,       
        output reg         sdram_cke       
    );
    parameter CLK_CYCLE_NS        = 28;       
    parameter POWERON_DELAY_NS    = 200000;   
    parameter REFRESH_INTERVAL_NS = 15000;    
    parameter T_RC   = 3+1;  
    parameter T_RP   = 1+1;  
    parameter T_WR   = 2+1;  
    parameter T_MRD  = 2+1;  
    parameter T_RFC  = 3+1;  
    parameter T_RCD  = 1+1;  
    parameter T_RRD  = 1+1;  
    parameter CL     = 3+1;  
    reg [31:0] counter;
    reg [31:0] counter_refresh;
    reg [4:0]  stage;
    reg [31:0] sdram_dq_r;    
    reg        sdram_dq_ie;   
    assign     sdram_dq = sdram_dq_ie ? sdram_dq_r : 32'bz;
    wire           req_valid = wb_cyc_i & wb_stb_i;
    wire           req_write = wb_we_i;
    wire   [3:0]   req_wstrb = wb_we_i ? wb_sel_i : 4'b0;
    wire  [31:0]   req_addr  = wb_adr_i;
    wire  [31:0]   req_wdata = wb_dat_i;
    always @ (posedge wb_clk_i or posedge wb_rst_i) begin
        if (wb_rst_i) begin
            counter     <= 0;
            counter_refresh <= 0;
            stage       <= 0;
            wb_dat_o    <= 0;
            wb_ack_o    <= 0;
            init_done   <= 0;
            sdram_ras_n <= 1;
            sdram_cas_n <= 1;
            sdram_we_n  <= 1;
            sdram_addr  <= 11'b0;
            sdram_cs_n  <= 1;
            sdram_ba    <= 2'b0;
            sdram_dm    <= 4'b1111;
            sdram_cke   <= 0;
            sdram_dq_r  <= 0;
            sdram_dq_ie <= 0;
        end
        else begin
            counter_refresh <= counter_refresh + 1;
            if (stage == 0) begin
                sdram_cke    <= 1;
                sdram_cs_n   <= 0;
                sdram_ras_n  <= 1;
                sdram_cas_n  <= 1;
                sdram_we_n   <= 1;
                sdram_dm     <= 4'b1111;
                if (counter < POWERON_DELAY_NS/CLK_CYCLE_NS) begin
                    counter <= counter + 1;
                end
                else begin
                    counter <= 0;
                    stage <= 1;
                end
            end
            else if (stage == 1) begin
                if (counter == 0) begin
                    sdram_cke    <= 1;
                    sdram_addr[10] <= 1;
                    sdram_cs_n   <= 0;
                    sdram_ras_n  <= 0;
                    sdram_cas_n  <= 1;
                    sdram_we_n   <= 0;
                end
                else begin
                    sdram_cke    <= 1;
                    sdram_cs_n   <= 0;
                    sdram_ras_n  <= 1;
                    sdram_cas_n  <= 1;
                    sdram_we_n   <= 1;
                end
                if (counter < T_RP) begin
                    counter <= counter + 1;
                end
                else begin
                    counter <= 0;
                    stage <= 2;
                end
            end
            else if (stage == 2) begin
                if (counter == 0) begin
                    sdram_cke    <= 1;
                    sdram_cs_n   <= 0;
                    sdram_ras_n  <= 0;
                    sdram_cas_n  <= 0;
                    sdram_we_n   <= 1;
                end
                else if (counter == T_RFC) begin
                    sdram_cke    <= 1;
                    sdram_cs_n   <= 0;
                    sdram_ras_n  <= 0;
                    sdram_cas_n  <= 0;
                    sdram_we_n   <= 1;
                end
                else begin
                    sdram_cke    <= 1;
                    sdram_cs_n   <= 0;
                    sdram_ras_n  <= 1;
                    sdram_cas_n  <= 1;
                    sdram_we_n   <= 1;
                end
                if (counter < T_RFC*2) begin
                    counter <= counter + 1;
                end
                else begin
                    counter <= 0;
                    stage <= 3;
                end
            end
            else if (stage == 3) begin
                if (counter == 0) begin
                    sdram_cke    <= 1;
                    sdram_cs_n   <= 0;
                    sdram_ras_n  <= 0;
                    sdram_cas_n  <= 0;
                    sdram_we_n   <= 0;
                    sdram_ba       <= 2'b00;
                    sdram_addr[10] <= 1'b0;
                    sdram_addr[9]  <= 1;           
                    sdram_addr[8:7]<= 2'b00;
                    sdram_addr[6:4]<= 3'b011;      
                    sdram_addr[3]  <= 1'b0;
                    sdram_addr[2:0]<= 3'b000;      
                end
                else begin
                    sdram_cke   <= 1;
                    sdram_cs_n  <= 0;
                    sdram_ras_n <= 1;
                    sdram_cas_n <= 1;
                    sdram_we_n  <= 1;
                end
                if (counter < T_MRD) begin
                    counter <= counter + 1;
                end
                else begin
                    counter <= 0;
                    counter_refresh <= 0;
                    stage <= 4;
                    init_done <= 1;
                end
            end
            else if (stage == 4) begin
                wb_ack_o <= 0;
                sdram_dq_ie <= 0;
                if (counter_refresh > REFRESH_INTERVAL_NS/CLK_CYCLE_NS) begin
                    counter <= 0;
                    counter_refresh <= 0;
                    stage <= 5;
                end
                else if (req_valid) begin
                    if (req_write) begin
                        counter <= 0;
                        stage <= 7;  
                    end
                    else begin
                        counter <= 0;
                        stage <= 6;  
                    end
                end
                else begin
                    sdram_cke   <= 1;
                    sdram_cs_n  <= 0;
                    sdram_ras_n <= 1;
                    sdram_cas_n <= 1;
                    sdram_we_n  <= 1;
                end
            end
            else if (stage == 5) begin
                if (counter == 0) begin
                    sdram_cke   <= 1;
                    sdram_addr[10] <= 1;
                    sdram_cs_n  <= 0;
                    sdram_ras_n <= 0;
                    sdram_cas_n <= 1;
                    sdram_we_n  <= 0;
                    sdram_dm    <= 4'b0000;
                end
                else if (counter == T_RP) begin
                    sdram_cke   <= 1;
                    sdram_cs_n  <= 0;
                    sdram_ras_n <= 0;
                    sdram_cas_n <= 0;
                    sdram_we_n  <= 1;
                end
                else begin
                    sdram_cke   <= 1;
                    sdram_cs_n  <= 0;
                    sdram_ras_n <= 1;
                    sdram_cas_n <= 1;
                    sdram_we_n  <= 1;
                end
                if (counter < T_RP+T_RFC) begin
                    counter <= counter + 1;
                end
                else begin
                    counter <= 0;
                    stage   <= 4;
                end
            end
            else if (stage == 6) begin
                if (counter == 0) begin
                    sdram_cke   <= 1;
                    sdram_ba    <= req_addr[3:2];
                    sdram_addr  <= req_addr[22:12];
                    sdram_cs_n  <= 0;
                    sdram_ras_n <= 0;
                    sdram_cas_n <= 1;
                    sdram_we_n  <= 1;
                    sdram_dm    <= 4'b0000;
                end
                else if (counter == T_RCD) begin
                    sdram_cke   <= 1;
                    sdram_dm    <= 4'b0000;
                    sdram_ba    <= req_addr[3:2];
                    sdram_addr[10] <= 1;                   
                    sdram_addr[9:8]  <= req_addr[24:23];   
                    sdram_addr[7:0] <= req_addr[11:4];
                    sdram_cs_n  <= 0;
                    sdram_ras_n <= 1;
                    sdram_cas_n <= 0;
                    sdram_we_n  <= 1;
                    sdram_dq_ie <= 0;  
                end
                else if (counter == T_RCD+CL) begin
                    wb_dat_o    <= sdram_dq;
                    wb_ack_o    <= 1;
                end
                else begin
                    wb_ack_o    <= 0;
                    sdram_cke   <= 1;
                    sdram_cs_n  <= 0;
                    sdram_ras_n <= 1;
                    sdram_cas_n <= 1;
                    sdram_we_n  <= 1;
                end
                if (counter < T_RCD+CL+T_RP) begin
                    counter <= counter + 1;
                end
                else begin
                    counter <= 0;
                    wb_ack_o <= 0;
                    stage   <= 4;
                end
            end
            else if (stage == 7) begin
                if (counter == 0) begin
                    sdram_cke   <= 1;
                    sdram_ba    <= req_addr[3:2];
                    sdram_addr  <= req_addr[22:12];
                    sdram_cs_n  <= 0;
                    sdram_ras_n <= 0;
                    sdram_cas_n <= 1;
                    sdram_we_n  <= 1;
                    sdram_dm    <= ~req_wstrb;
                end
                else if (counter == T_RCD) begin
                    sdram_cke   <= 1;
                    sdram_dm    <= ~req_wstrb;
                    sdram_ba    <= req_addr[3:2];
                    sdram_addr[10] <= 1;
                    sdram_addr[9:8]  <= req_addr[24:23];  
                    sdram_addr[7:0] <= req_addr[11:4];
                    sdram_cs_n  <= 0;
                    sdram_ras_n <= 1;
                    sdram_cas_n <= 0;
                    sdram_we_n  <= 0;
                    sdram_dq_ie <= 1;
                    sdram_dq_r  <= req_wdata;
                    wb_ack_o    <= 1;
                end
                else begin
                    wb_ack_o    <= 0;
                    sdram_cke   <= 1;
                    sdram_cs_n  <= 0;
                    sdram_ras_n <= 1;
                    sdram_cas_n <= 1;
                    sdram_we_n  <= 1;
                end
                if (counter < T_RCD+T_WR+T_RP) begin
                    counter <= counter + 1;
                end
                else begin
                    counter <= 0;
                    wb_ack_o <= 0;
                    sdram_dq_ie <= 0;
                    stage   <= 4;
                end
            end
        end
    end
endmodule
```
`flow/run.sh`:
```
#!/bin/bash
# OpenROAD 26Q1-2900-gdf79404cd8, Yosys 0.63+post, stock flow scripts
make -C /OpenROAD-flow-scripts/flow DESIGN_CONFIG=/design/flow/config.mk WORK_HOME=/design/flow/orfs finish
```
==> qor.csv <==
stage,metric,value,unit
clock_tree,numClockSinks,160,
logic_synthesis,flop_cell,dfrtp_1,
clock_tree,postCtsHoldBufs,0,
floorplanning,initCoreUtil,40.8,%
logic_synthesis,edf_count,0,
clock_tree,cts_buffers,17,
logic_synthesis,synth_cell_types,57,
clock_tree,cts-resized-gates,0,
floorplanning,die_x,137,um
floorplanning,io_pins,161,
logic_synthesis,yosysSeqAreaShare,54.8,%
placed_design,dp_hpwl,11.4,mm
logic_synthesis,synthesis.area,7330,um^2
logic_synthesis,postSynthCellCount,682,
logic_synthesis,synth.ff_latch_count,160,
logic_synthesis,ys_sh_adder,0.512,%
logic_synthesis,xor_share,4.06,%
logic_synthesis,ys_cells,682,
placed_design,port_buffers,119,
floorplanning,die_h,137,um
status,status,aborted with a tool error,
placed_design,place_area,8760,um^2
placed_design,place_inst,1007,
placed_design,place.gp.congestion,0.879,
status,error,"[error] [KeplerFormal.cpp:679] Workflow failed: Iso has multiple drivers: .sdram_dq0, sdram_dq[0]$_DFFE_PP0P_.Q0",
logic_synthesis,yosysWarningCount,2,
clock_tree,root_buffer,clkbuf_16,
logic_synthesis,simple_gate_share,19.8,%
placed_design,dp_slack,2.52,ns
logic_synthesis,ys_async_sr_fraction,100,%
status,failing_step,clock tree synthesis (4_1_cts),
floorplanning,rows,49,
logic_synthesis,synth.avg_cell_area,10.7,um^2
logic_synthesis,synth.mux.area_fraction,12.2,%
logic_synthesis,logic_family,simple AND/OR/NAND/NOR gates,
clock_tree,clockBufferDepth,2,
logic_synthesis,compound_area_share,6.16,%
clock_tree,htreeDepth,4,
clock_tree,cts_setup_buffers,0,
logic_synthesis,ys_chip_area,7330,um^2
-- kinds of logic after synthesis --
group | after synthesis
compound gates | 69
xor+xnor | 34
fa+ha+maj | 3
buf+inv | 48
flops | 160
mux | 81
simple gates | 287
-- cell usage after synthesis (5+ instances only) --
master	n	area, um^2
nor3_1	19	95.1
xor2_1	8	70.1
nand2b_1	8	50.1
mux2i_1	14	140
inv_1	16	60.1
dfstp_2	9	236
nor4_1	14	87.6
nand3_1	41	205
mux2_2	67	754
nor2b_1	6	37.5
nand4_1	16	100
nor2_1	75	282
a21oi_1	14	70.1
or4_1	11	82.6
o21ai_0	25	125
clkbuf_1	24	90.1
xnor2_1	26	228
and3_1	7	43.8
nand2_1	53	199
and2_1	20	125
and4_1	5	43.8
dfrtp_1	151	3780

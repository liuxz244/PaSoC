### flow/run.sh
#!/bin/bash
# OpenROAD 26Q1-2900-gdf79404cd8, Yosys 0.63+post, stock flow scripts
make -C /OpenROAD-flow-scripts/flow DESIGN_CONFIG=/design/flow/config.mk WORK_HOME=/design/flow/orfs finish
### flow/design.v
module sys_sdram (
    input              clk,             
    input              rst_n,           
    input              i_valid,         
    output reg         o_ready,         
    input      [31:0]  i_addr,          
    input      [31:0]  i_wdata,         
    input      [3:0]   i_wstrb,         
    output reg [31:0]  o_rdata,         
    output reg         init_done,       
    output reg         sdram_ras_n,     
    output reg         sdram_cas_n,     
    output reg         sdram_we_n,      
    output reg [10:0]  sdram_addr,      
    output reg [1:0]   sdram_ba,        
    inout      [31:0]  sdram_dq,        
    output reg         sdram_cs_n,      
    output reg [3:0]   sdram_dm,        
    output reg         sdram_cke        
);
parameter CLK_CYCLE_NS = 28;            
parameter POWERON_DELAY_NS = 200000;    
parameter REFRESH_INTERVAL_NS = 15000;  
parameter T_RC   = 3+1;  
parameter T_RP   = 1+1;  
parameter T_WR   = 2+1;  
parameter T_MRD  = 2+1;  
parameter T_RFC  = 3+1;  
parameter T_RCD  = 1+1;  
parameter T_RRD  = 1+1;  
parameter CL     = 3+1;  
reg [31:0] sdram_dq_r;   
reg        sdram_dq_ie;  
assign sdram_dq = sdram_dq_ie ? sdram_dq_r : 'hz;
reg [31:0] counter;            
reg [31:0] counter_refresh;    
reg [4:0] stage;
always @ (posedge clk or negedge rst_n) begin
    if (~rst_n) begin
        counter <= 0;
        counter_refresh <= 0;
        stage   <= 0;
        o_rdata <= 0;
        init_done <= 0;
    end
    else begin
        counter_refresh <= counter_refresh + 1;
        if (stage == 'h0) begin
            sdram_cke    <= 1;
            sdram_cs_n   <= 0;
            sdram_ras_n  <= 1;
            sdram_cas_n  <= 1;
            sdram_we_n   <= 1;
            sdram_dm     <= 4'b1;
            if (counter < POWERON_DELAY_NS/CLK_CYCLE_NS) begin
                counter <= counter + 1;
            end else begin
                counter <= 0;
                stage <= 1;
            end
        end
        if (stage == 'h1) begin
            if (counter == 0) begin
                sdram_cke    <= 1;
                sdram_addr[10] <= 1;
                sdram_cs_n   <= 0;
                sdram_ras_n  <= 0;
                sdram_cas_n  <= 1;
                sdram_we_n   <= 0;
            end else begin
                sdram_cke    <= 1;
                sdram_cs_n   <= 0;
                sdram_ras_n  <= 1;
                sdram_cas_n  <= 1;
                sdram_we_n   <= 1;
            end
            if (counter < T_RP) begin
                counter <= counter + 1;
            end else begin
                counter <= 0;
                stage <= 2;
            end
        end
        if (stage == 'h2) begin
            if (counter == 0) begin
                sdram_cke    <= 1;
                sdram_cs_n   <= 0;
                sdram_ras_n  <= 0;
                sdram_cas_n  <= 0;
                sdram_we_n   <= 1;
            end else if (counter == T_RFC) begin
                sdram_cke    <= 1;
                sdram_cs_n   <= 0;
                sdram_ras_n  <= 0;
                sdram_cas_n  <= 0;
                sdram_we_n   <= 1;
            end else begin
                sdram_cke    <= 1;
                sdram_cs_n   <= 0;
                sdram_ras_n  <= 1;
                sdram_cas_n  <= 1;
                sdram_we_n   <= 1;
            end
            if (counter < T_RFC*2) begin
                counter <= counter + 1;
            end else begin
                counter <= 0;
                stage <= 3;
            end
        end
        if (stage == 'h3) begin
            if (counter == 0) begin
                sdram_cke    <= 1;
                sdram_cs_n   <= 0;
                sdram_ras_n  <= 0;
                sdram_cas_n  <= 0;
                sdram_we_n   <= 0;
                sdram_ba       <= 2'b00;
                sdram_addr[10] <= 1'b0;       
                sdram_addr[9]  <= 1;          
                sdram_addr[8:7]<= 2'b00;      
                sdram_addr[6:4]<= 3'b011;     
                sdram_addr[3]  <= 1'b0;       
                sdram_addr[2:0]<= 3'b000;     
            end else begin
                sdram_cke   <= 1;
                sdram_cs_n  <= 0;
                sdram_ras_n <= 1;
                sdram_cas_n <= 1;
                sdram_we_n  <= 1;
            end
            if (counter < T_MRD) begin
                counter <= counter + 1;
            end else begin
                counter <= 0;
                counter_refresh <= 0;
                stage <= 4;
                init_done <= 1'b1;
            end
        end
        if (stage == 'h4) begin
            if (counter_refresh > REFRESH_INTERVAL_NS/CLK_CYCLE_NS) begin
                counter <= 0;
                counter_refresh <= 0;
                stage <= 5;
            end else if (i_valid) begin
                if (i_wstrb == 'h0) begin
                    counter <= 0;
                    stage <= 6;
                end else begin
                    counter <= 0;
                    stage <= 7;
                end
            end else begin
                sdram_cke   <= 1;
                sdram_cs_n  <= 0;
                sdram_ras_n <= 1;
                sdram_cas_n <= 1;
                sdram_we_n  <= 1;
            end
        end
        if (stage == 'h5) begin
            if (counter == 0) begin
                sdram_cke   <= 1;
                sdram_addr[10] <= 1;
                sdram_cs_n  <= 0;
                sdram_ras_n <= 0;
                sdram_cas_n <= 1;
                sdram_we_n  <= 0;
                sdram_dm    <= 4'b0;
            end else if (counter == T_RP) begin
                sdram_cke   <= 1;
                sdram_cs_n  <= 0;
                sdram_ras_n <= 0;
                sdram_cas_n <= 0;
                sdram_we_n  <= 1;
            end else begin
                sdram_cke   <= 1;
                sdram_cs_n  <= 0;
                sdram_ras_n <= 1;
                sdram_cas_n <= 1;
                sdram_we_n  <= 1;
            end
            if (counter < T_RP+T_RFC) begin
                counter <= counter + 1;
            end else begin
                counter <= 0;
                stage   <= 4;  
            end
        end
        if (stage == 'h6) begin
            if (counter == 0) begin
                sdram_cke   <= 1;
                sdram_ba    <= i_addr[3:2];
                sdram_addr  <= i_addr[22:12];
                sdram_cs_n  <= 0;
                sdram_ras_n <= 0;
                sdram_cas_n <= 1;
                sdram_we_n  <= 1;
                sdram_dm    <= 4'b0;
            end else if (counter == T_RCD) begin
                sdram_cke   <= 1;
                sdram_dm    <= 4'b0;
                sdram_ba    <= i_addr[3:2];
                sdram_addr[10] <= 1;                   
                sdram_addr[7:0] <= i_addr[11:4];
                sdram_cs_n  <= 0;
                sdram_ras_n <= 1;
                sdram_cas_n <= 0;
                sdram_we_n  <= 1;
                sdram_dq_ie <= 0;  
            end else if (counter == T_RCD+CL) begin
                o_rdata     <= sdram_dq;
                o_ready     <= 1;
            end else begin
                o_ready     <= 0;
                sdram_cke   <= 1;
                sdram_cs_n  <= 0;
                sdram_ras_n <= 1;
                sdram_cas_n <= 1;
                sdram_we_n  <= 1;
            end
            if (counter < T_RCD+CL+T_RP) begin
                counter <= counter + 1;
            end else begin
                counter <= 0;
                stage   <= 4;
            end
        end
        if (stage == 'h7) begin
            if (counter == 0) begin
                sdram_cke   <= 1;
                sdram_ba    <= i_addr[3:2];
                sdram_addr  <= i_addr[22:12];
                sdram_cs_n  <= 0;
                sdram_ras_n <= 0;
                sdram_cas_n <= 1;
                sdram_we_n  <= 1;
                sdram_dm    <= ~i_wstrb;   
            end else if (counter == T_RCD) begin
                sdram_cke   <= 1;
                sdram_dm    <= ~i_wstrb;
                sdram_ba    <= i_addr[3:2];
                sdram_addr[10] <= 1;
                sdram_addr[7:0] <= i_addr[11:4];
                sdram_cs_n  <= 0;
                sdram_ras_n <= 1;
                sdram_cas_n <= 0;
                sdram_we_n  <= 0;
                sdram_dq_ie <= 1;         
                sdram_dq_r  <= i_wdata;   
                o_ready     <= 1;         
            end else begin
                o_ready     <= 0;
                sdram_cke   <= 1;
                sdram_cs_n  <= 0;
                sdram_ras_n <= 1;
                sdram_cas_n <= 1;
                sdram_we_n  <= 1;
            end
            if (counter < T_RCD+T_WR+T_RP) begin
                counter <= counter + 1;
            end else begin
                counter <= 0;
                stage   <= 4;
            end
        end
    end
end
endmodule
### flow/constraint.sdc
current_design sys_sdram

set clk_period 6.6
set clk_io_pct 0.2

create_clock -name clk0 -period $clk_period [get_ports {clk}]

set non_clock_inputs [all_inputs -no_clocks]
set_input_delay [expr $clk_period * $clk_io_pct] -clock clk0 $non_clock_inputs
set_output_delay [expr $clk_period * $clk_io_pct] -clock clk0 [all_outputs]
### flow/config.mk
export PLATFORM = sky130hd
export DESIGN_NAME = sys_sdram
export DESIGN_NICKNAME = sys_sdram
export VERILOG_FILES = /design/flow/design.v
export SDC_FILE = /design/flow/constraint.sdc
export NUM_CORES = 4
export LEC_CHECK = 1
export CORE_UTILIZATION = 40
==> impl_metrics.json <==
{
  "yosysTopAreaCell": "dfrtp_1",
  "initCoreUtil_pct": 41.2,
  "dpl.hpwl_um": 10800,
  "outcome": "stopped before the end",
  "place_area_um2": 8470,
  "placedCellCount": 923,
  "clock_path_buffers": 2,
  "port_buffers": 115,
  "postSynthSeqShare_pct": 59.6,
  "std_cell_rows": 48,
  "postCtsSetupBuffers": 0,
  "die_width_um": 136,
  "die_h_um": 136,
  "area_leaders": "dfrtp_1 36%, edfxtp_1 23%, mux2_2 4.7%",
  "ys_cells": 606,
  "syn-instance-count": 606,
  "synth_cell_type_count": 68,
  "top_cell_area_share_pct": 36.2,
  "synth_async_sr_flop_share_pct": 65.6,
  "htreeDepth": 4,
  "lastStage": "clock tree synthesis",
  "tool.error": "[error] [KeplerFormal.cpp:679] Workflow failed: Iso has multiple drivers: .sdram_dq0, sdram_dq[0]$_DFFE_PP_.Q0",
  "syn_avg_cell_area_um2": 11.9,
  "syn_area_um2": 7180,
  "ff_type": "dfrtp_1",
  "gp_congestion": 0.901,
  "postCtsHoldBufs": 0,
  "cts.sink_count": 160,
  "ys_seq_elements": 160,
  "dp_slack_ns": 2.88,
  "cts_resized": 0,
  "yosys_area_um2": 7180,
  "synthesis.yosys.warnings": 2,
  "cts_buffers": 17,
  "edf_count": 55,
  "ios": 159,
  "root_buffer": "clkbuf_16"
}
[Yosys cell counts, drive strengths merged, types with 13 or more instances]
master / n
mux2: 33
nand2: 48
a21oi: 13
xor2: 22
nor2: 62
and2: 24
nand3: 26
nand4: 13
nor3: 13
o21ai: 17
edfxtp: 55
clkbuf: 20
nor4: 15
dfrtp: 104
a31oi: 14
[kinds of logic after synthesis]
group,share of synthesized area (%)
flip-flops,59.6
AND/OR/NAND/NOR,17.8
buffers and inverters,3.52
XOR/XNOR,3.90
AND-OR/OR-AND,9.51
adder cells (fa/ha/maj),0.523
multiplexers,5.17

==> ./design.v <==
module wb_async_reg #
(
    parameter DATA_WIDTH   = 32,                 
    parameter ADDR_WIDTH   = 32,                 
    parameter SELECT_WIDTH = (DATA_WIDTH/8)      
)
(
    input  wire                    wbm_clk,
    input  wire                    wbm_rst,
    input  wire [ADDR_WIDTH-1:0]   wbm_adr_i,    
    input  wire [DATA_WIDTH-1:0]   wbm_dat_i,    
    output wire [DATA_WIDTH-1:0]   wbm_dat_o,    
    input  wire                    wbm_we_i,     
    input  wire [SELECT_WIDTH-1:0] wbm_sel_i,    
    input  wire                    wbm_stb_i,    
    output wire                    wbm_ack_o,    
    output wire                    wbm_err_o,    
    output wire                    wbm_rty_o,    
    input  wire                    wbm_cyc_i,    
    input  wire                    wbs_clk,
    input  wire                    wbs_rst,
    output wire [ADDR_WIDTH-1:0]   wbs_adr_o,    
    input  wire [DATA_WIDTH-1:0]   wbs_dat_i,    
    output wire [DATA_WIDTH-1:0]   wbs_dat_o,    
    output wire                    wbs_we_o,     
    output wire [SELECT_WIDTH-1:0] wbs_sel_o,    
    output wire                    wbs_stb_o,    
    input  wire                    wbs_ack_i,    
    input  wire                    wbs_err_i,    
    input  wire                    wbs_rty_i,    
    output wire                    wbs_cyc_o     
);
reg [ADDR_WIDTH-1:0] wbm_adr_i_reg = 0;
reg [DATA_WIDTH-1:0] wbm_dat_i_reg = 0;
reg [DATA_WIDTH-1:0] wbm_dat_o_reg = 0;
reg wbm_we_i_reg = 0;
reg [SELECT_WIDTH-1:0] wbm_sel_i_reg = 0;
reg wbm_stb_i_reg = 0;
reg wbm_ack_o_reg = 0;
reg wbm_err_o_reg = 0;
reg wbm_rty_o_reg = 0;
reg wbm_cyc_i_reg = 0;
reg wbm_done_sync1 = 0;
reg wbm_done_sync2 = 0;
reg wbm_done_sync3 = 0;
reg [ADDR_WIDTH-1:0] wbs_adr_o_reg = 0;
reg [DATA_WIDTH-1:0] wbs_dat_i_reg = 0;
reg [DATA_WIDTH-1:0] wbs_dat_o_reg = 0;
reg wbs_we_o_reg = 0;
reg [SELECT_WIDTH-1:0] wbs_sel_o_reg = 0;
reg wbs_stb_o_reg = 0;
reg wbs_ack_i_reg = 0;
reg wbs_err_i_reg = 0;
reg wbs_rty_i_reg = 0;
reg wbs_cyc_o_reg = 0;
reg wbs_cyc_o_sync1 = 0;
reg wbs_cyc_o_sync2 = 0;
reg wbs_cyc_o_sync3 = 0;
reg wbs_stb_o_sync1 = 0;
reg wbs_stb_o_sync2 = 0;
reg wbs_stb_o_sync3 = 0;
reg wbs_done_reg = 0;
assign wbm_dat_o = wbm_dat_o_reg;
assign wbm_ack_o = wbm_ack_o_reg;
assign wbm_err_o = wbm_err_o_reg;
assign wbm_rty_o = wbm_rty_o_reg;
assign wbs_adr_o = wbs_adr_o_reg;
assign wbs_dat_o = wbs_dat_o_reg;
assign wbs_we_o = wbs_we_o_reg;
assign wbs_sel_o = wbs_sel_o_reg;
assign wbs_stb_o = wbs_stb_o_reg;
assign wbs_cyc_o = wbs_cyc_o_reg;
always @(posedge wbm_clk) begin
    if (wbm_rst) begin
        wbm_adr_i_reg <= 0;
        wbm_dat_i_reg <= 0;
        wbm_dat_o_reg <= 0;
        wbm_we_i_reg <= 0;
        wbm_sel_i_reg <= 0;
        wbm_stb_i_reg <= 0;
        wbm_ack_o_reg <= 0;
        wbm_err_o_reg <= 0;
        wbm_rty_o_reg <= 0;
        wbm_cyc_i_reg <= 0;
    end else begin
        if (wbm_cyc_i_reg & wbm_stb_i_reg) begin
            if (wbm_done_sync2 & ~wbm_done_sync3) begin
                wbm_dat_o_reg <= wbs_dat_i_reg;
                wbm_ack_o_reg <= wbs_ack_i_reg;
                wbm_err_o_reg <= wbs_err_i_reg;
                wbm_rty_o_reg <= wbs_rty_i_reg;
                wbm_we_i_reg <= 0;
                wbm_stb_i_reg <= 0;
            end
        end else begin
            wbm_adr_i_reg <= wbm_adr_i;
            wbm_dat_i_reg <= wbm_dat_i;
            wbm_dat_o_reg <= 0;
            wbm_we_i_reg <= wbm_we_i & ~(wbm_ack_o | wbm_err_o | wbm_rty_o);
            wbm_sel_i_reg <= wbm_sel_i;
            wbm_stb_i_reg <= wbm_stb_i & ~(wbm_ack_o | wbm_err_o | wbm_rty_o);
            wbm_ack_o_reg <= 0;
            wbm_err_o_reg <= 0;
            wbm_rty_o_reg <= 0;
            wbm_cyc_i_reg <= wbm_cyc_i;
        end
    end
    wbm_done_sync1 <= wbs_done_reg;
    wbm_done_sync2 <= wbm_done_sync1;
    wbm_done_sync3 <= wbm_done_sync2;
end
always @(posedge wbs_clk) begin
    if (wbs_rst) begin
        wbs_adr_o_reg <= 0;
        wbs_dat_i_reg <= 0;
        wbs_dat_o_reg <= 0;
        wbs_we_o_reg <= 0;
        wbs_sel_o_reg <= 0;
        wbs_stb_o_reg <= 0;
        wbs_ack_i_reg <= 0;
        wbs_err_i_reg <= 0;
        wbs_rty_i_reg <= 0;
        wbs_cyc_o_reg <= 0;
        wbs_done_reg <= 0;
    end else begin
        if (wbs_ack_i | wbs_err_i | wbs_rty_i) begin
            wbs_dat_i_reg <= wbs_dat_i;
            wbs_ack_i_reg <= wbs_ack_i;
            wbs_err_i_reg <= wbs_err_i;
            wbs_rty_i_reg <= wbs_rty_i;
            wbs_we_o_reg <= 0;
            wbs_stb_o_reg <= 0;
            wbs_done_reg <= 1;
        end else if (wbs_stb_o_sync2 & ~wbs_stb_o_sync3) begin
            wbs_adr_o_reg <= wbm_adr_i_reg;
            wbs_dat_i_reg <= 0;
            wbs_dat_o_reg <= wbm_dat_i_reg;
            wbs_we_o_reg <= wbm_we_i_reg;
            wbs_sel_o_reg <= wbm_sel_i_reg;
            wbs_stb_o_reg <= wbm_stb_i_reg;
            wbs_ack_i_reg <= 0;
            wbs_err_i_reg <= 0;
            wbs_rty_i_reg <= 0;
            wbs_cyc_o_reg <= wbm_cyc_i_reg;
            wbs_done_reg <= 0;
        end else if (~wbs_cyc_o_sync2 & wbs_cyc_o_sync3) begin
            wbs_adr_o_reg <= 0;
            wbs_dat_i_reg <= 0;
            wbs_dat_o_reg <= 0;
            wbs_we_o_reg <= 0;
            wbs_sel_o_reg <= 0;
            wbs_stb_o_reg <= 0;
            wbs_ack_i_reg <= 0;
            wbs_err_i_reg <= 0;
            wbs_rty_i_reg <= 0;
            wbs_cyc_o_reg <= 0;
            wbs_done_reg <= 0;
        end
    end
    wbs_cyc_o_sync1 <= wbm_cyc_i_reg;
    wbs_cyc_o_sync2 <= wbs_cyc_o_sync1;
    wbs_cyc_o_sync3 <= wbs_cyc_o_sync2;
    wbs_stb_o_sync1 <= wbm_stb_i_reg;
    wbs_stb_o_sync2 <= wbs_stb_o_sync1;
    wbs_stb_o_sync3 <= wbs_stb_o_sync2;
end
endmodule
==> ./run.sh <==
#!/bin/bash
# OpenROAD 26Q1-2900-gdf79404cd8, Yosys 0.63+post, stock flow scripts
make -C /OpenROAD-flow-scripts/flow DESIGN_CONFIG=/design/flow/config.mk WORK_HOME=/design/flow/orfs finish
==> ./config.mk <==
export PLATFORM = sky130hd
export DESIGN_NAME = wb_async_reg
export DESIGN_NICKNAME = wb_async_reg
export VERILOG_FILES = /design/flow/design.v
export SDC_FILE = /design/flow/constraint.sdc
export NUM_CORES = 4
export LEC_CHECK = 1
export CORE_UTILIZATION = 30
==> ./constraint.sdc <==
current_design wb_async_reg

set clk_period 3.3
set clk_io_pct 0.2

create_clock -name clk0 -period $clk_period [get_ports {wbm_clk}]
create_clock -name clk1 -period $clk_period [get_ports {wbs_clk}]

set non_clock_inputs [all_inputs -no_clocks]
set_input_delay [expr $clk_period * $clk_io_pct] -clock clk0 $non_clock_inputs
set_output_delay [expr $clk_period * $clk_io_pct] -clock clk0 [all_outputs]
==> deck_impl_summary.md <==
Implementation Results

Global routing
  – Vias in the first global route: 6172
  – GRT Overall Usage: 0.1787
  – Initial antenna violation count: 0
  – Global-route wire length before repair: 34.83 mm
  – Largest net degree at the start of global routing: 72
  – Total gr overflow: 0

Final timing
  – Worst Skew: 0.01582 ns
  – Final WS setup: 0.9858 ns
  – Setup violators final: 0
  – RSZ-0062 raised after global routing: false
  – Max-slew headroom: 0.4717
  – Hold Violations, Final: 0
  – Sum Neg Setup Slack: 0 ns
  – Worst slew pin tran: 0.7925 ns
  – Fin. max-slew vios: 0

Routing
  – Vias: 6525
  – First-iteration detailed-routing DRC count: 380
  – Routed wl met2: 9.460 mm
  – Detailed Routing Iterations Pass 1: 4
  – Antenna Cells: 0
  – Drt wl/cell: 16.47 um
  – Max Used Layer: met4
  – Wl on met1: 10.07 mm
  – Final ANT Viol Nets: 0
  – Final WL: 21.98 mm
  – DRC Markers: 0
  – Post-DR vias/cell: 4.891
  – Wire length on met3: 2.181 mm

Setup path
  – CP arrival: 2.61 ns
  – Crit path capture type: flop
  – Worst setup SP type: primary input
  – Worst Path Required: 3.60 ns
  – Max FO, Critical Path: 31
  – Crit-path slowest cell: clkdlybuf4s50_1
  – Reg-to-Reg Start: wbm_cyc_i_reg$_SDFFE_PP0N_
  – Worst Setup SP: wbs_err_i
  – CP cell instances: clkdlybuf4s50_1 -> or3_1 -> a21o_2 -> buf_12 -> a32o_1
  – CP max stage delay: 0.48 ns
  – Critical setup path kind: in2reg
  – Worst path top cell family by delay: buffers and inverters
  – Worst path bufs/invs: 2

Cells and area
  – Logic cell area: 2679 sq um
  – Fillers: 2275
  – Area growth, synth to finish: 44.63%
  – Layout cell share with drive strength beyond 1: 0.06931
  – Register area: 4444 sq um

Placement
  – IO buf count: 214
  – Dpl hpwl: 13.49 mm
  – DP Worst Slack: 0.5782 ns
  – RD Place Congestion: 0.8094

Synth
  – Yosys cell types: 20
  – Synth Instances: 808
  – Sequential fraction of the synthesis area: 0.5982
  – Post-Syn Area: 7430 sq um
  – Yosys cell count: 808
  – Syn_area_per_cell: 9.195 sq um
  – Synth warn: 1
  – Yosys stat chip area: 7430 sq um
  – Yosys reg bits: 222

Power
  – Power density over cell area: 583.3 nW/um^2
  – Static leakage: 0.003946 uW
  – Maximum vdd ir drop: 355.0 uV
  – Power, Total: 6268 uW

Floorplan
  – IO Pins: 216
  – Die area: 25400 sq um
  – Fp util: 0.3055
  – DIE HEIGHT: 159.4 um
  – Core area: 24320 sq um
  – Row count: 57
  – Die Wd: 159.4 um

Run
  – Tool Warnings: 26
  – Max Cap Viol: 0

Clock network
  – Post-CTS sizing: 0
  – CTS tree: built
  – Post-CTS Setup Bufs: 0
  – Clk sinks: 222
  – Clock transition at the registers of the reported paths: 0.07 ns
  – # hold bufs at CTS: 0

Worst hold path
  – Hold WC Path Type: reg2reg
  – Hold Startpoint: wbm_done_sync1$_DFF_P_

Status
  – Status: complete, no violations
[cell usage in the layout, fill, tap and decap left out, types with 4 or more instances in the layout]
cell,n
a21oi_1,138
a32o_1,71
buf_4,15
bufinv_16,4
clkbuf_16,26
clkdlybuf4s50_1,213
clkinvlp_4,5
dfxtp_1,222
nand2_1,239
nand2b_1,4
nand3_1,4
nand4_1,32
nor2_1,9
[layer usage]
layer,vias to the layer above,global-route usage
met4,0,0.02098
met3,17,0.06592
li1,3197,-
met5,-,0
met2,268,0.2550
met1,3043,0.2726
[final cells by class]
class	instances	share of cell area
Clock inverter	16	0.02084
Clock buffer	31	0.06509
Tap cell	324	0.03773
Sequential cell	222	0.4136
Inverter	1	0.0003493
Multi-Input combinational cell	509	0.2493
Timing Repair Buffer	231	0.2131
[power by group]
part | internal (uW) | switching (uW) | total [uW] | leakage, uW
logic | 187 | 194 | 381 | 0.00169
registers | 2770 | 45.9 | 2820 | 0.00182
clock network | 1850 | 1220 | 3070 | 0.000437
total | 4810 | 1460 | 6270 | 0.00395
[kinds of logic (layout without fill, tap and decap cells)]
family / count (synthesis) / after routing / share of synthesized area
and+or+nand+nor: 296 / 296 / 0.1649
buffers and inverters: 77 / 279 / 0.04378
AOI/OAI and AO/OA: 213 / 213 / 0.1932
DFF: 222 / 222 / 0.5982
[synthesized netlist by cell type]
cell	count	area, sq um
nand2_1	240	900.9
dfxtp_1	222	4444
a21oi_1	138	690.7
a32o_1	71	710.7
clkbuf_1	56	210.2
nand4_1	32	200.2
buf_2	11	55.05
nor2_1	9	33.78
buf_1	6	22.52
nand2b_1	4	25.02
nand3_1	4	20.02
a41oi_1	3	26.28
buf_6	3	33.78
and2_1	2	12.51
nor3_1	2	10.01
a21o_1	1	7.510
clkinv_1	1	3.750
nor2b_1	1	6.260
nor3_2	1	10.01
or3_1	1	6.260
[through the flow]
step / instances / instance area (sq um) / util / hold WS, ns
final: 1334 / 10750 / 0.4418 / 0.3276
after global routing: 1334 / 10750 / 0.4418 / 0.3326
after CTS: 1334 / 10750 / 0.4418 / 0.3281
after detailed placement: 1287 / 9822 / 0.4039 / 0.3153
after global placement: 1287 / 9822 / 0.4039 / 0.3116
after floorplan: 808 / 7430 / - / 0.3096
[worst paths after layout]
path,cells after the start,end,slack (ns)
hold / removal,0,wbm_done_sync2$_DFF_P_,0.33
hold reg to reg,0,wbm_done_sync2$_DFF_P_,0.33
max in group clk0,1,wbs_sel_o[0],1.34
setup / recovery,5,wbs_dat_o_reg[4]$_SDFFE_PP0P_,0.99
setup reg to reg,4,wbm_adr_i_reg[5]$_SDFFE_PP0N_,1.61
min in group clk1,0,wbs_stb_o_sync2$_DFF_P_,0.33
Power figures rest on the tool's default switching activity, not on a simulated workload.
